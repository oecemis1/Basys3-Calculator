==> ./design.v <==
`timescale 1ns / 1ps
module Cos(
    input [8:0]number_first,  
    output reg sign,  
    output reg whole,  
    output reg [6:0]fraction  
    );
    reg [8:0]number;
    always @(*) begin
            if(number_first >= 0 && number_first <= 90) begin
                number = number_first;
                sign = 0;
            end
            if(number_first > 90 && number_first <= 180) begin
                number = 180 - number_first;
                sign = 1;
            end
            if(number_first > 180 && number_first <= 270) begin
                number = number_first - 180;
                if(number_first != 270) begin
                    sign = 1;
                end
                if(number_first == 270) begin
                    sign = 0;
                end      
            end
            if(number_first > 270 && number_first <= 360) begin
                number = 360 - number_first;
                sign = 0;
            end
            whole = 0;
            if(number==0) begin
                whole = 1;
                fraction = 0;
            end
            if(number==1) begin
                fraction = 99;
            end
            if(number==2) begin
                fraction = 99;
            end
            if(number==3) begin
                fraction = 99;
            end
            if(number==4) begin
                fraction = 99;
            end
            if(number==5) begin
                fraction = 99;
            end
            if(number==6) begin
                fraction = 99;
            end
            if(number==7) begin
                fraction = 99;
            end
            if(number==8) begin
                fraction = 99;
            end
            if(number==9) begin
                fraction = 98;
            end
            if(number==10) begin
                fraction = 98;
            end
            if(number==11) begin
                fraction = 98;
            end
            if(number==12) begin
                fraction = 97;
            end
            if(number==13) begin
                fraction = 97;
            end
            if(number==14) begin
                fraction = 97;
            end
            if(number==15) begin
                fraction = 96;
            end
            if(number==16) begin
                fraction = 96;
            end
            if(number==17) begin
                fraction = 95;
            end
            if(number==18) begin
                fraction = 95;
            end
            if(number==19) begin
                fraction = 94;
            end
            if(number==20) begin
                fraction = 93;
            end
            if(number==21) begin
                fraction = 93;
            end
            if(number==22) begin
                fraction = 92;
            end
            if(number==23) begin
                fraction = 92;
            end
            if(number==24) begin
                fraction = 91;
            end
            if(number==25) begin
                fraction = 90;
            end
            if(number==26) begin
                fraction = 89;
            end
            if(number==27) begin
                fraction = 89;
            end
            if(number==28) begin
                fraction = 88;
            end
            if(number==29) begin
                fraction = 87;
            end
            if(number==30) begin
                fraction = 86;
            end
            if(number==31) begin
                fraction = 85;
            end
            if(number==32) begin
                fraction = 84;
            end
            if(number==33) begin
                fraction = 83;
            end
            if(number==34) begin
                fraction = 82;
            end
            if(number==35) begin
                fraction = 81;
            end
            if(number==36) begin
                fraction = 80;
            end
            if(number==37) begin
                fraction = 79;
            end
            if(number==38) begin
                fraction = 78;
            end
            if(number==39) begin
                fraction = 77;
            end
            if(number==40) begin
                fraction = 76;
            end
            if(number==41) begin
                fraction = 75;
            end
            if(number==42) begin
                fraction = 74;
            end
            if(number==43) begin
                fraction = 73;
            end
            if(number==44) begin
                fraction = 71;
            end
            if(number==45) begin
                fraction = 70;
            end
            if(number==46) begin
                fraction = 69;
            end
            if(number==47) begin
                fraction = 68;
            end
            if(number==48) begin
                fraction = 66;
            end
            if(number==49) begin
                fraction = 65;
            end
            if(number==50) begin
                fraction = 64;
            end
            if(number==51) begin
                fraction = 62;
            end
            if(number==52) begin
                fraction = 61;
            end
            if(number==53) begin
                fraction = 60;
            end
            if(number==54) begin
                fraction = 58;
            end
            if(number==55) begin
                fraction = 57;
            end
            if(number==56) begin
                fraction = 55;
            end
            if(number==57) begin
                fraction = 54;
            end
            if(number==58) begin
                fraction = 52;
            end
            if(number==59) begin
                fraction = 51;
            end
            if(number==60) begin
                fraction = 50;
            end
            if(number==61) begin
                fraction = 48;
            end
            if(number==62) begin
                fraction = 46;
            end
            if(number==63) begin
                fraction = 45;
            end
            if(number==64) begin
                fraction = 43;
            end
            if(number==65) begin
                fraction = 42;
            end
            if(number==66) begin
                fraction = 40;
            end
            if(number==67) begin
                fraction = 39;
            end
            if(number==68) begin
                fraction = 37;
            end
            if(number==69) begin
                fraction = 35;
            end
            if(number==70) begin
                fraction = 34;
            end
            if(number==71) begin
                fraction = 32;
            end
            if(number==72) begin
                fraction = 30;
            end
            if(number==73) begin
                fraction = 29;
            end
            if(number==74) begin
                fraction = 27;
            end
            if(number==75) begin
                fraction = 25;
            end
            if(number==76) begin
                fraction = 24;
            end
            if(number==77) begin
                fraction = 22;
            end
            if(number==78) begin
                fraction = 20;
            end
            if(number==79) begin
                fraction = 19;
            end
            if(number==80) begin
                fraction = 17;
            end
            if(number==81) begin
                fraction = 15;
            end
            if(number==82) begin
                fraction = 13;
            end
            if(number==83) begin
                fraction = 12;
            end
            if(number==84) begin
                fraction = 10;
            end
            if(number==85) begin
                fraction = 8;
            end
            if(number==86) begin
                fraction = 6;
            end
            if(number==87) begin
                fraction = 5;
            end
            if(number==88) begin
                fraction = 3;
            end
            if(number==89) begin
                fraction = 1;
            end
            if(number==90) begin
                fraction = 0;
            end
    end
endmodule
==> ./run.sh <==
#!/bin/bash
# OpenROAD 26Q1-2900-gdf79404cd8, Yosys 0.63+post, stock flow scripts
make -C /OpenROAD-flow-scripts/flow DESIGN_CONFIG=/design/flow/config.mk WORK_HOME=/design/flow/orfs finish
==> ./config.mk <==
export PLATFORM = sky130hd
export DESIGN_NAME = Cos
export DESIGN_NICKNAME = Cos
export VERILOG_FILES = /design/flow/design.v
export SDC_FILE = /design/flow/constraint.sdc
export NUM_CORES = 4
export LEC_CHECK = 1
export CORE_UTILIZATION = 40
==> ./constraint.sdc <==
current_design Cos

set clk_period 6.9
set clk_io_pct 0.2

create_clock -name clk0 -period $clk_period

set non_clock_inputs [all_inputs -no_clocks]
set_input_delay [expr $clk_period * $clk_io_pct] -clock clk0 $non_clock_inputs
set_output_delay [expr $clk_period * $clk_io_pct] -clock clk0 [all_outputs]
==> results.toml <==
# generated from flow reports
[outcome]
status = "finished clean"

[setup_path]
critPathKind = "in2out"
cp_max_fo = 13
worstSetupStartpointType = "input pin"
crit_required_ns = 5.52
crit_path_end_kind = "output port"
arrival_ns = 5.17

[grt]
track_usage_pct = 26.8
antenna_found_initial = 0
grt_pass1_vias = 2667
grt_overflow_total = 0
grt_first_pass_wirelength_mm = 13.3
grt_max_degree = 26

[logic_synthesis]
ys_warn_count = 11
yosysTopAreaCell = "dlxtn_1"
avgSynthCellArea_um2 = 7.05
synthCells = 345
yosysTopAreaCellShare_pct = 10.5
ys_ff = 17
synth_async_sr_flop_share_pct = 0
synthTopCellsByCount = "nand2_1 (34), nor2_1 (29), nand3_1 (19)"
synth_top_flop_cell = "dlxtn_1"
synth-edff-count = 0
yosys_area_um2 = 2430
netlist_area_um2 = 2430
ys_top_cells_by_area = "dlxtn_1 (10%), nand2_1 (5.2%), nor2_1 (4.5%)"
synth.most_common_cell = "nand2_1"
ys_cells = 345
ys_types = 85

[route]
viasPerCell = 6.99
num_antenna_cells = 0
drcViolationCount = 0
firstDrtPassIters = 6
wl_per_cell_um = 19.4
wl_mm = 8.30
postRouteAntennaNets = 0
drt_iter0_markers = 375
vias = 2984

[final_layout]
area_growth_pct = 9.05
drive_above_1_share_pct = 12.8
fillers = 593
utilization_pct = 45.1

[die]
rows = 28
pin_count = 18
die_h_um = 80
fp_util_pct = 41.3
die_x_um = 80
design.core.area_um2 = 5890
die_area_um2 = 6400

[final_timing]
hold_violations = 0
unclocked_regs = 17
rsz0062_at_grt = "false"
max_freq_mhz = 153
setup_tns_ns = 0
worstMarginPinSlew_ns = 0.813
period_used_pct = 95.0
unconstrained_endpoints = 25
finalSetupViolations = 0
drv_slew = 0
finalCriticalPeriod_ns = 6.55
maxSlewHeadroom_pct = 45.4

[clocking]
cts_resized = 0
cts_hold_buf = 0
cts_setup_buffers = 0

[place]
portBuffers = 18
place_hpwl_mm = 6.28
gp_congestion = 1.00

[hold_path]
worstHoldPathType = "in2out"

[run]
maxCapViolCount = 0
warning_count = 35

[pwr]
p_per_area_nw_per_um2 = 118
leakagePower_nw = 0.969
peakVddDrop_mv = 0.0692
## report_power, final
part | switching [W] | total, W | internal [W]
clock | 0 | 0 | 0
combinational | 0.000181 | 0.000280 | 0.0000990
sequential | 0.00000233 | 0.0000335 | 0.0000311
## worst max-delay path: stages
cell	delay [ns]
clkdlybuf4s50_1	0.72
inv_1	0.22
ha_1	0.29
a21boi_2	0.30
o2111ai_4	0.22
a21o_2	0.29
inv_2	0.11
mux2i_4	0.42
nand3_2	0.32
nor3_1	0.27
and2_1	0.16
clkdlybuf4s50_1	0.45
## flip-flops by register name, summed over array words and instances, names as in the netlist
signal and cells:
sign 1, fraction 7, number 9
## logic make-up (layout without fill, tap and decap cells)
logic type | after synthesis | after routing | share of synthesized area [%]
fa+ha+maj | 5 | 5 | 2.57
compound gates | 116 | 116 | 37.5
mux | 3 | 3 | 1.80
simple gates | 158 | 158 | 36.9
buf+inv | 40 | 47 | 8.53
xor+xnor | 6 | 6 | 2.16
latches | 17 | 17 | 10.5
## cell usage in the layout (no fill, tap or decap), types with 4 or more instances in the layout
| cell | n |
|---|---|
| a211oi_1 | 7 |
| a21oi_1 | 11 |
| a22oi_1 | 5 |
| a31oi_1 | 7 |
| a32oi_1 | 4 |
| and2_1 | 5 |
| buf_4 | 11 |
| clkdlybuf4s50_1 | 18 |
| dlxtn_1 | 17 |
| ha_1 | 5 |
| inv_1 | 11 |
| nand2_1 | 34 |
| nand3_1 | 19 |
| nand4_1 | 10 |
| nor2_1 | 29 |
| nor2b_1 | 4 |
| nor3_1 | 16 |
| nor4_1 | 6 |
| o2111ai_1 | 4 |
| o211ai_1 | 6 |
| o21a_1 | 5 |
| o21ai_0 | 17 |
| o22ai_1 | 5 |
| o31ai_1 | 5 |
| xnor2_1 | 6 |
## through the flow
step                hold WS, ns  power [W]  instances  setup WS, ns  area (µm²)
global placement           4.36   0.000309        427         0.442        2650
global route               4.44   0.000336        427         0.132        2650
CTS                        4.34   0.000303        427         0.422        2650
detailed placement         4.33   0.000302        427         0.461        2650
finish                     4.37   0.000313        427         0.347        2650
floorplan                  3.40   0.000229        345          1.82        2430
## layout make-up
cell class	instances	area, µm²	share of cell area (%)
Inverter	18	71.3	2.69
Multi-Input combinational cell	288	1970	74.3
Sequential cell	17	255	9.62
Tap cell	75	93.8	3.54
Timing Repair Buffer	29	263	9.90
## worst paths after layout
kind | startpoint | to | depth (start not counted)
min | number_first[0] | whole | 7
max | number_first[2] | whole | 12
## per-layer routing
metal	share of wire (%)	track usage, %	vias up
met1	44	41.0	1372
met2	40	38.5	225
met4	1.7	3.93	0
met5	0	0	-
li1	-	-	1359
met3	14	6.84	28
No activity file was given, so power comes from the tool's default toggle rates.
