[flow/config.mk]
export PLATFORM = sky130hd
export DESIGN_NAME = Sin
export DESIGN_NICKNAME = Sin
export VERILOG_FILES = /design/flow/design.v
export SDC_FILE = /design/flow/constraint.sdc
export NUM_CORES = 4
export LEC_CHECK = 1
export CORE_UTILIZATION = 40
[flow/constraint.sdc]
current_design Sin

set clk_period 6.5
set clk_io_pct 0.2

create_clock -name clk0 -period $clk_period

set non_clock_inputs [all_inputs -no_clocks]
set_input_delay [expr $clk_period * $clk_io_pct] -clock clk0 $non_clock_inputs
set_output_delay [expr $clk_period * $clk_io_pct] -clock clk0 [all_outputs]
[flow/design.v]
`timescale 1ns / 1ps
module Sin(
    input [8:0]number_first,  
    output reg sign,  
    output reg whole,  
    output reg [6:0]fraction  
    );
    reg [8:0]number;
    always @(*) begin
        if(number_first >= 0 && number_first <= 90) begin
            number = number_first;
            sign = 0;
        end
        if(number_first > 90 && number_first <= 180) begin
            number = 180 - number_first;
            sign = 0;
        end
        if(number_first > 180 && number_first <= 270) begin
            number = number_first - 180;
            sign = 1;
        end
        if(number_first > 270 && number_first <= 360) begin
            number = 360 - number_first;
            if(number_first != 360) begin
                sign = 1;
            end
            if(number_first == 360) begin
                sign = 0;
            end
        end
        whole = 0;
        if(number==0) begin
            fraction = 0;
        end
        if(number==1) begin
            fraction = 1;
        end
        if(number==2) begin
            fraction = 3;
        end
        if(number==3) begin
            fraction = 5;
        end
        if(number==4) begin
            fraction = 6;
        end
        if(number==5) begin
            fraction = 8;
        end
        if(number==6) begin
            fraction = 10;
        end
        if(number==7) begin
            fraction = 12;
        end
        if(number==8) begin
            fraction = 13;
        end
        if(number==9) begin
            fraction = 15;
        end
        if(number==10) begin
            fraction = 17;
        end
        if(number==11) begin
            fraction = 19;
        end
        if(number==12) begin
            fraction = 20;
        end
        if(number==13) begin
            fraction = 22;
        end
        if(number==14) begin
            fraction = 24;
        end
        if(number==15) begin
            fraction = 25;
        end
        if(number==16) begin
            fraction = 27;
        end
        if(number==17) begin
            fraction = 29;
        end
        if(number==18) begin
            fraction = 30;
        end
        if(number==19) begin
            fraction = 32;
        end
        if(number==20) begin
            fraction = 34;
        end
        if(number==21) begin
            fraction = 35;
        end
        if(number==22) begin
            fraction = 37;
        end
        if(number==23) begin
            fraction = 39;
        end
        if(number==24) begin
            fraction = 40;
        end
        if(number==25) begin
            fraction = 42;
        end
        if(number==26) begin
            fraction = 43;
        end
        if(number==27) begin
            fraction = 45;
        end
        if(number==28) begin
            fraction = 46;
        end
        if(number==29) begin
            fraction = 48;
        end
        if(number==30) begin
            fraction = 50;
        end
        if(number==31) begin
            fraction = 51;
        end
        if(number==32) begin
            fraction = 52;
        end
        if(number==33) begin
            fraction = 54;
        end
        if(number==34) begin
            fraction = 55;
        end
        if(number==35) begin
            fraction = 57;
        end
        if(number==36) begin
            fraction = 58;
        end
        if(number==37) begin
            fraction = 60;
        end
        if(number==38) begin
            fraction = 61;
        end
        if(number==39) begin
            fraction = 62;
        end
        if(number==40) begin
            fraction = 64;
        end
        if(number==41) begin
            fraction = 65;
        end
        if(number==42) begin
            fraction = 66;
        end
        if(number==43) begin
            fraction = 68;
        end
        if(number==44) begin
            fraction = 69;
        end
        if(number==45) begin
            fraction = 70;
        end
        if(number==46) begin
            fraction = 71;
        end
        if(number==47) begin
            fraction = 73;
        end
        if(number==48) begin
            fraction = 74;
        end
        if(number==49) begin
            fraction = 75;
        end
        if(number==50) begin
            fraction = 76;
        end
        if(number==51) begin
            fraction = 77;
        end
        if(number==52) begin
            fraction = 78;
        end
        if(number==53) begin
            fraction = 79;
        end
        if(number==54) begin
            fraction = 80;
        end
        if(number==55) begin
            fraction = 81;
        end
        if(number==56) begin
            fraction = 82;
        end
        if(number==57) begin
            fraction = 83;
        end
        if(number==58) begin
            fraction = 84;
        end
        if(number==59) begin
            fraction = 85;
        end
        if(number==60) begin
            fraction = 86;
        end
        if(number==61) begin
            fraction = 87;
        end
        if(number==62) begin
            fraction = 88;
        end
        if(number==63) begin
            fraction = 89;
        end
        if(number==64) begin
            fraction = 89;
        end
        if(number==65) begin
            fraction = 90;
        end
        if(number==66) begin
            fraction = 91;
        end
        if(number==67) begin
            fraction = 92;
        end
        if(number==68) begin
            fraction = 92;
        end
        if(number==69) begin
            fraction = 93;
        end
        if(number==70) begin
            fraction = 93;
        end
        if(number==71) begin
            fraction = 94;
        end
        if(number==72) begin
            fraction = 95;
        end
        if(number==73) begin
            fraction = 95;
        end
        if(number==74) begin
            fraction = 96;
        end
        if(number==75) begin
            fraction = 96;
        end
        if(number==76) begin
            fraction = 97;
        end
        if(number==77) begin
            fraction = 97;
        end
        if(number==78) begin
            fraction = 97;
        end
        if(number==79) begin
            fraction = 98;
        end
        if(number==80) begin
            fraction = 98;
        end
        if(number==81) begin
            fraction = 98;
        end
        if(number==82) begin
            fraction = 99;
        end
        if(number==83) begin
            fraction = 99;
        end
        if(number==84) begin
            fraction = 99;
        end
        if(number==85) begin
            fraction = 99;
        end
        if(number==86) begin
            fraction = 99;
        end
        if(number==87) begin
            fraction = 99;
        end
        if(number==88) begin
            fraction = 99;
        end
        if(number==89) begin
            fraction = 99;
        end
        if(number==90) begin
            whole = 1;
            fraction = 0;
        end
    end
endmodule
[flow/run.sh]
#!/bin/bash
# OpenROAD 26Q1-2900-gdf79404cd8, Yosys 0.63+post, stock flow scripts
make -C /OpenROAD-flow-scripts/flow DESIGN_CONFIG=/design/flow/config.mk WORK_HOME=/design/flow/orfs finish
==> notes.md <==
Update from the flow run.

The flow ran to the end, and the final reports show no timing, DRC or antenna violations. Looking at the max-slew report, the worst-margin pin has a slew of 0.672 ns. The worst setup path is captured at an output pin. The final tally of max-slew violations is 0. The fraction of registers with async set/reset is 0. The die boundary height is 77.3 um. The remaining design rule violation count is 0.

The total overflow reported by the global router is 0. The first global-routing pass estimated 13.0 mm of wire. The report shows a maximum critical-path fanout of 8.

For this configuration, the core starts out at a cell density of 0.415. Max-cap violations in this run came to 0. Total power normalized to cell area comes to 126 nW/um2. The number of cells reported by Yosys stat comes to 354. The floorplan has 27 rows. The timing report shows that the slowest cell on the worst path is clkdlybuf4s50_1. The final report gives the core utilization as 0.467.

Measured against its own limit, the worst slew margin works out to 0.552. The critical path runs through a total of 13 cells. Per the post-route antenna check, the number of violating nets is 0. Overall routing resource usage recorded by global route was 0.272. The area of the mapped netlist is 2270 um2. Per the timing report, the achievable frequency comes out to 163 MHz. The predominant post-synthesis flop cell is dlxtn_1. Post-synthesis, Yosys gives the total cell area as 2270 um2. The number of antenna violations at the first check in global routing came to 0. The cell occurring most often along the worst timing path is nand3_1. The worst IR drop on VDD is 85.5 uV. The required time of the critical path is 5.20 ns. The register bit count reported by yosys is 17. The per-instance average area after synthesis is 6.42 um2. Compared with the post-synthesis result, the final layout area differs by 12.5%. 25 endpoints have no timing constraint.

The count of synthesis-stage warnings from yosys is 11. Once iteration 0 of detailed routing completed, the report listed 144 DRC markers. The count of port buffers added during placement is 18. In the post-route report, total wirelength is listed as 7.77 mm. The count of unclocked register or latch pins is 17. In the finished design, the share of the clock period the worst path needs comes to 0.942.

The number of placed I/O pins is 18. The tightest min-delay check is of the in -> out type. The worst setup path endpoint is whole.

The data arrival time reported for the critical path is 4.82 ns. The library cell used most frequently in the layout, excluding fill and tap cells, is nand2_1. The layout cell share with drive strength beyond 1 is 0.0826. The number of global-route vias before repair is 2626. Per the layout report, the design carries 573 filler cells.

Summing over every cut layer, the via total after detailed routing is 2843. The half-perimeter wire length after detailed placement is 5.80 mm. The average wire per standard cell is 17.9 um. Per the post-place timing report, worst setup slack is 0.384 ns. The final count of hold timing violations is 0.

The setup violation total in the final timing report is 0. The detailed-router iteration count before antenna repair is 7. The stage delay of the slowest cell on the critical path is 0.62 ns. Looking at the post-CTS report, the setup buffer insertion count equals 0.

For reference, the critical path cell chain is clkdlybuf4s50_1 > inv_1 > ha_1 > a21oi_1 > nand3_1 > o2bb2a_2 > a221o_1 > a22oi_4 > nand3_1 > nor2_1 > nand3_1 > nor3_1 > clkdlybuf4s50_1. The worst setup margin is 0.377 ns. The area taken by flip-flops and latches is 255 um2. The vias per cell is 6.54.

The final power report lists total power as 323 uW. The number of warnings in the stage logs is 36. The area of the core region is 5470 um2. The kind of cell with the highest combined delay along the critical path is buffers and inverters. Summing all multi-input logic gate instances after layout gives 1840 um2. Gates resized during post-CTS repair numbered 0. The final critical path time including I/O delays and setup is 6.12 ns. The synthesized instance count is 354.

Per the gpl log, the routability congestion estimate is 0.989. For reference, the critical path is launched at number_first[1]. According to the floorplan report, the total die area is 5980 um2.

The power report puts the leakage power at 1.01 nW. STA classifies the critical path startpoint as an input port. The type of the worst setup path is in -> out.

Counting distinct cell types in the post-synthesis netlist gives 67. The script reports the combined buffer and inverter count of the critical path as 3. The setup TNS is 0 ns. The total of hold buffers inserted after clock tree synthesis is 0. Per the detail_route report, inserted antenna diodes total 0.

The horizontal die dimension is 77.3 um. Counting tap cells, the placed design contains a total of 435 instances. Excluding fillers, the count of instances in the completed layout stands at 435. Setup repair after global routing left no endpoint under its margin. The count of flip-flops with a built-in enable after synthesis is 0. The largest net degree at the start of global routing is 27. The library cells used most frequently in the layout, excluding fill and tap cells, are nand2_1, nor2_1, a21oi_1.
## area by class of cell
class / count / area share
inverters: 13 / 0.0191
well taps: 72 / 0.0353
flip-flops and latches: 17 / 0.0999
multi-input cells: 296 / 0.719
repair buffers: 37 / 0.126
## synth_stat cells (3+ instances only)
master	n	area [um2]
a211o_1	3	26.3
a211oi_1	3	22.5
a21o_1	5	37.5
a21oi_1	27	135
a221o_1	3	30.0
a22oi_1	4	30.0
a2bb2oi_1	3	26.3
a311oi_1	3	26.3
a31oi_1	4	25.0
a32oi_1	5	43.8
and2_1	4	25.0
and3_1	4	25.0
buf_2	13	65.1
clkbuf_1	12	45.0
dlxtn_1	17	255
ha_1	6	75.1
inv_1	12	45.0
nand2_1	46	173
nand2b_1	4	25.0
nand3_1	19	95.1
nand4_1	4	25.0
nor2_1	41	154
nor3_1	13	65.1
nor4_1	9	56.3
o211ai_1	6	45.0
o21ai_0	18	90.1
o22ai_1	6	37.5
or3_1	3	18.8
xnor2_1	9	78.8
## metrics by stage
| stage | cell area [um2] | hold slack (ns) |
|---|---|---|
| after floorplan | 2270 | 3.26 |
| after global placement | 2550 | 4.05 |
| after detailed placement | 2550 | 4.02 |
| after CTS | 2550 | 4.02 |
| after global routing | 2550 | 4.12 |
| final | 2550 | 4.04 |
## layer usage
metal | global-route usage | part of all wire
met5 | 0 | 0
met4 | 0.123 | 0.043
met3 | 0.0179 | 0.069
met2 | 0.450 | 0.48
met1 | 0.368 | 0.41
## registers in the layout, summed over array words and instances, names as in the netlist
signal / flops
number: 9
sign: 1
fraction: 7
## worst min-delay path: stages
cell and delay, ns:
clkdlybuf4s50_1 0.55, inv_1 0.11, nor2_1 0.12, a21oi_1 0.09
nand3_1 0.11, nor3_1 0.06, clkdlybuf4s50_1 0.39
## worst min-delay path by stage
| stage | startpoint | end | slack (ns) | cells after the start |
|---|---|---|---|---|
| final | number_first[0] | whole | 4.04 | 7 |
| after CTS | number_first[0] | whole | 4.02 | 7 |
| after global routing | number_first[0] | whole | 4.12 | 7 |
## cell families after synthesis
group | after synthesis | share of synthesized area
XOR/XNOR | 11 | 0.0424
buffers and inverters | 41 | 0.0782
multiplexers | 1 | 0.00441
AND/OR/NAND/NOR | 157 | 0.335
latches | 17 | 0.112
AND-OR/OR-AND | 121 | 0.395
adder cells (fa/ha/maj) | 6 | 0.0331
## report_power, final
group	leakage [nW]	switching [mW]	internal, mW
registers	0.135	0.00246	0.0290
logic	0.876	0.182	0.110
clock network	0	0	0
Power is estimated from default activity; no workload was simulated.
